File: config.mk
export PLATFORM = sky130hd
export DESIGN_NAME = Single_Reduction
export DESIGN_NICKNAME = Single_Reduction
export VERILOG_FILES = /design/flow/design.v
export SDC_FILE = /design/flow/constraint.sdc
export NUM_CORES = 4
export LEC_CHECK = 1
export CORE_UTILIZATION = 40
File: constraint.sdc
current_design Single_Reduction

set clk_period 15.2
set clk_io_pct 0.2

create_clock -name clk0 -period $clk_period [get_ports {clk}]

set non_clock_inputs [all_inputs -no_clocks]
set_input_delay [expr $clk_period * $clk_io_pct] -clock clk0 $non_clock_inputs
set_output_delay [expr $clk_period * $clk_io_pct] -clock clk0 [all_outputs]
File: design.v
module Sub(a,b,cin,diff,borrow);
input [31:0] a;
input [31:0] b;
output [31:0] diff;
output borrow;
input cin;
sub one(a[3:0],b[3:0],cin,diff[3:0],b1);
sub second(a[7:4],b[7:4],b1,diff[7:4],b2);
sub third(a[11:8],b[11:8],b2,diff[11:8],b3);
sub fourth(a[15:12],b[15:12],b3,diff[15:12],b4);
sub fifth(a[19:16],b[19:16],b4,diff[19:16],b5);
sub sixth(a[23:20],b[23:20],b5,diff[23:20],b6);
sub seventh(a[27:24],b[27:24],b6,diff[27:24],b7);
sub eigth(a[31:28],b[31:28],b7,diff[31:28],borrow);
endmodule
module sub(a,b,cin,diff,borrow);
input [3:0] a;
input [3:0] b;
output [3:0] diff;
input cin;
output borrow;
fa f(a[0], ~b[0],cin,diff[0], c1);
fa s(a[1], ~b[1],c1 ,diff[1], c2);
fa t(a[2], ~b[2],c2 ,diff[2], c3);
fa fi(a[3], ~b[3],c3 ,diff[3],borrow);
endmodule
module Adder_32(input_1,input_2,carry_in,sum,carry);
input [31:0] input_1;
input [31:0] input_2;
input [0:0] carry_in;
output [31:0] sum;
output [0:0] carry;
wire [31:0] addition;
wire c0,c1,c2,c3,c4,c5,c6,c7;
Ripple_Carry_Adder rca0(input_1[3:0],input_2[3:0],carry_in,addition[3:0],c0);
Ripple_Carry_Adder rca1(input_1[7:4],input_2[7:4],c0,addition[7:4],c1);
Ripple_Carry_Adder rca2(input_1[11:8],input_2[11:8],c1,addition[11:8],c2);
Ripple_Carry_Adder rca3(input_1[15:12],input_2[15:12],c2,addition[15:12],c3);
Ripple_Carry_Adder rca4(input_1[19:16],input_2[19:16],c3,addition[19:16],c4);
Ripple_Carry_Adder rca5(input_1[23:20],input_2[23:20],c4,addition[23:20],c5);
Ripple_Carry_Adder rca6(input_1[27:24],input_2[27:24],c5,addition[27:24],c6);
Ripple_Carry_Adder rca7(input_1[31:28],input_2[31:28],c6,addition[31:28],c7);
assign sum = addition;
assign carry =c7 ;
endmodule
module Comparator(a,b,l,g,eq);
input [31:0] a;
input [31:0] b;
output l,g,eq;
comp16 f_32(a[15:0], b[15:0],lt0,gt0, equ0);
comp16 s_32(a[31:16], b[31:16],lt1,gt1, equ1);
assign l=(lt0 | lt1) && (~gt1);
assign g=(gt0 | gt1) && (~lt1);
assign eq=equ0 && equ1;
endmodule
module comp16(a,b,l,g,eq);
input [15:0] a;
input [15:0] b;
output l,g,eq;
comp8 f_16(a[7:0], b[7:0],lt0,gt0, equ0);
comp8 s_16(a[15:8], b[15:8],lt1,gt1, equ1);
assign l=(lt0 | lt1) && (~gt1);
assign g=(gt0 | gt1) && (~lt1);
assign eq=equ0 && equ1;
endmodule
module comp_2(a,b,l,g,eq);
input [1:0] a;
input [1:0] b;
output l,g,eq;
assign lt1= (~a[1])&&b[1];
assign lt2= (~a[0]) && (~a[1]) && b[0];
assign lt3= (~a[0])&& b[1] && b[0];
assign l= lt1 | lt2 | lt3;
assign gt1=a[0] && (~b[1]) && (~b[0]);
assign gt2= a[1] && (~b[1]);
assign gt3= a[0] && a[1] && (~b[0]);
assign g= gt1 | gt2 | gt3;
assign e1=a[0]&&b[0];
assign e2=(~a[0])&&(~b[0]);
assign eq1=e1 | e2;
assign e3= a[1] && b[1];
assign e4= (~a[1]) && (~b[1]);
assign eq2= e3 | e4;
assign eq= eq1 && eq2;
endmodule
module comp4(a,b,l,g,eq);
input [3:0] a;
input [3:0] b;
output l,g,eq;
comp_2 f_4(a[1:0], b[1:0],lt0,gt0, equ0);
comp_2 s_4(a[3:2], b[3:2],lt1,gt1, equ1);
assign l=(lt0 | lt1) && (~gt1);
assign g=(gt0 | gt1) && (~lt1);
assign eq=equ0 && equ1;
endmodule
module comp8(a,b,l,g,eq);
input [7:0] a;
input [7:0] b;
output l,g,eq;
comp4 f_8(a[3:0], b[3:0],lt0,gt0, equ0);
comp4 s_8(a[7:4], b[7:4],lt1,gt1, equ1);
assign l=(lt0 | lt1) && (~gt1);
assign g=(gt0 | gt1) && (~lt1);
assign eq=equ0 && equ1;
endmodule
module divison(page_rank,out_deg,clk,reset,quotient,done);
input [31:0] page_rank,out_deg;
input clk,reset;
output reg [31:0] quotient;
output reg done=0;
reg state; 
reg [31:0] q,r;
reg [31:0] reg_a, reg_b;
wire [31:0] sum,diff;
parameter s_wait=1'b0, first=1'b1;
Comparator comp(r,reg_b,l,g,eq);
Sub subtract(r,reg_b,32'b1,diff,borrow);
Adder_32 add(q,32'b1,32'b0,sum,carry);
always @(posedge clk, negedge reset)
begin
	state <= s_wait;
	if(!reset)
	begin
		quotient<=0;
	end
	else
	begin
		case(state)
		s_wait: begin
		reg_a <= page_rank;  
		reg_b <= out_deg;
		state<=first;
		q <= 0;
		r <= page_rank;
		end
		first: begin
		if(g || eq)
		begin
			q<=sum;
			r<=diff;
			state <= first;
		end
		if(l)
		begin	
			state <=s_wait;
			quotient <= q;	
			done = 1;
		end
		end
		endcase
	end
end
endmodule
module fa(a, b, c,s, c_out);
input a,b,c;
output s,c_out;
ha first(a,b,c1,s1);
ha second(s1,c,c2,s2);
assign s=s2;
assign c_out= c1 | c2;
endmodule
module ha(a, b, c,s);
input a,b;
output s,c;
assign s=a^b;
assign c=a&b;
endmodule
module Ripple_Carry_Adder(in1,in2,cin,fadd,cout);
input [3:0] in1;
input [3:0] in2;
input cin;
output [3:0] fadd;
output [0:0] cout;
wire [3:0] addition;
wire c0,c1,c2,c3;
fa fa0(in1[0],in2[0],cin,addition[0],c0);
fa fa1(in1[1],in2[1],c0,addition[1],c1);
fa fa2(in1[2],in2[2],c1,addition[2],c2);
fa fa3(in1[3],in2[3],c2,addition[3],c3);
assign fadd=addition;
assign cout=c3;
endmodule
module Single_Reduction(sum,page_rank,out_deg,clk,reset,new_sum,done);
input [31:0] sum;
input [31:0] page_rank;
input [31:0] out_deg;
input clk;
input reset;
output reg [31:0] new_sum;
output reg [0:0] done;
reg [31:0] final_quotient;
reg [1:0] state;
reg [31:0] reg_page_rank, reg_out_deg, reg_sum;
parameter s_wait=2'b00, compute_quotient=2'b01,compute_sum=2'b10;
wire [31:0] quotient,temp_sum;
reg [0:0] valid;
divison div(reg_page_rank,reg_out_deg,clk,reset,quotient,done_prev);
Adder_32 add(sum,quotient,0,temp_sum,carry);
always @(posedge clk, negedge reset)
begin
	state <= s_wait;
	if(!reset)
	begin
		new_sum<=0;
		valid<=1;		
	end
	else
	begin
		case(state)	
		s_wait: begin
		reg_page_rank <= page_rank;  
		reg_out_deg <= out_deg;
		reg_sum<=sum;
		state<=compute_quotient;
		valid<=0;
		end
		compute_quotient: begin
		if(done_prev==1)
		begin
			final_quotient<=quotient;
			state<=compute_sum;
			valid<=1;
		end
		else begin
			done<=done_prev;
		end
		end
		compute_sum: begin
			if(valid==1)
			begin
				new_sum<={carry,temp_sum};
				done<=1;
			end
		end
		endcase
	end
end
endmodule
File: run.sh
#!/bin/bash
# OpenROAD 26Q1-2900-gdf79404cd8, Yosys 0.63+post, stock flow scripts
make -C /OpenROAD-flow-scripts/flow DESIGN_CONFIG=/design/flow/config.mk WORK_HOME=/design/flow/orfs finish
==> results.cfg <==
; generated from flow reports
[status]
status = finished clean

[final_timing]
fin_tns_setup_ps = 0
worstMarginPinSlew_ps = 710
timing.slew.headroom_pct = 52.7
max_clock_freq_ghz = 0.0674
timing.final.crit_share_pct = 97.7
period_minus_slack_ps = 14850
number_of_endpoints_with_negative_hold_slack_in_the_final_report = 0
timing.final.setup_violations = 0
rsz0062_at_grt = no
final.setup.worst_slack_ps = 353
finalClockSkew_ps = 17.8
final-max-slew-violation-count = 0

[global_routing]
grt.total_usage_pct = 14.9
pin_count_of_the_biggest_net_entering_global_routing = 56
grt_pass1_vias = 6093
globalRouteOverflowTotal = 0
grt_first_pass_wirelength_mm = 31.0
grt_antenna_before_repair = 2

[floorplan]
floorplan.io_pins = 131
fp-utilization_pct = 41.2
die_w_um = 169
chip_area_mm2 = 0.0287
placementRows = 60
core_region_area_mm2 = 0.0272
dieHeight_um = 169

[cts]
clock_latency_ps = 530
clock_sinks = 231
postCtsHoldBufs = 0
tritoncts = built
number_of_cts_inserted_buffers = 26
cts_root_buffer = sky130_fd_sc_hd__clkbuf_16
cts_setup_buffers = 0
cts.clk_slew.worst_paths_ps = 60
cts.path.max_buffers = 3
ctsHtreeMaxLevel = 1

[critical_path]
timing.rr.start = div.reg_b[0]$_DFFE_PP_
worst-setup-path-type = in -> reg
path_max_fanout = 1
max_stage_delay_ps = 420
cp.required_ps = 15600
critical_path.most_common_cell = sky130_fd_sc_hd__fa_1
worst-r2r-cell-count = 33
worst-r2r-setup-slack_ps = 740
worstSetupStartpoint = sum[0]
setup.worst_path.end_class = flip-flop
worst_r2r_endpoint = div.r[31]$_DFFE_PP_
crit_path_end = new_sum[30]$_DFFE_PN0P_
arrival_ps = 15250
start_kind = input port
critical_path.slowest_cell = sky130_fd_sc_hd__fa_1

[yosys]
yosys-stat-area_mm2 = 0.0112
synthDominantAreaCellType = sky130_fd_sc_hd__edfxtp_1
synthesis.area_mm2 = 0.0112
edf_count = 162
yosys_cells = 729
top_area_share_pct = 43.4
dominantRegCellSynth = sky130_fd_sc_hd__edfxtp_1
post_synth_most_frequent_cells = 162 x sky130_fd_sc_hd__edfxtp_1, 89 x sky130_fd_sc_hd__inv_1, 79 x sky130_fd_sc_hd__ha_1, 67 x sky130_fd_sc_hd__dfrtp_1, 60 x sky130_fd_sc_hd__fa_1
yosysMostFrequentCell = sky130_fd_sc_hd__edfxtp_1
yosysUniqueCellTypes = 36
async_reset_ff_share_pct = 29.9
ys.warnings.count = 60
postSynthCellCount = 729
count_of_state_elements_after_synthesis = 231
postSynthAreaPerCell_um2 = 15.4
synth.top_cells.by_area = sky130_fd_sc_hd__edfxtp_1 43%, sky130_fd_sc_hd__dfrtp_1 15%, sky130_fd_sc_hd__fa_1 11%
ys_seq_share_pct = 58.9

[finish]
fin_area_mm2 = 0.0139
comb_area_mm2 = 0.00424
post_route_cells_drive_above_1_share_pct = 15.0
layout-area-overhead-vs-synth_pct = 23.8
final.fill_count = 2309
regArea_mm2 = 0.00660

[power_and_ir_drop]
power_per_cell_area_mw_per_mm2 = 182
static-leakage-power_nw = 5.66
vdd_ir_drop_max_mv = 0.115

[placed_design]
placed_cell_area_mm2 = 0.0130
minimum_setup_slack_after_placement_ps = -786
dp.final_hpwl_mm = 13.3
place_congestion = 0.822
numPortBuffers = 130

[routing]
detail_route.vias_per_cell = 4.57
vias = 5822
remaining_drc_errors = 0
initialDrtViolationCount = 224
ant_nets = 0
wl_per_cell_um = 14.6
postRouteWirelength_mm = 18.6
detailedRoute.firstPassIterationCount = 6

[run]
drv_cap = 0
openroad.warnings = 56

[worst_hold_path]
worstHoldPathType = reg -> reg
==> stage by stage <==
stage                     instances  power (mW)  util [%]  hold slack, ps
final                          1274        2.53      51.0             412
after global routing           1272        2.75      51.0             421
after CTS                      1272        2.58      50.9             414
after detailed placement       1224        1.94      47.7             402
after global placement         1224        1.92      47.7             401
after floorplan                 729        1.69         -             392
==> cell type report <==
type | count | area share (%)
diodes | 2 | 0.0361
clock buffers | 34 | 5.35
clock inverters | 14 | 0.957
inverters | 89 | 2.41
multi-input cells | 395 | 30.6
flip-flops and latches | 231 | 47.6
well taps | 372 | 3.36
repair buffers | 137 | 9.75
==> registers in the layout (all words and copies together), names as in the netlist <==
| name | flops |
|---|---|
| div.state | 1 |
| done | 1 |
| state | 3 |
| div.done | 1 |
| div.reg_b | 32 |
| div.quotient | 32 |
| new_sum | 32 |
| reg_out_deg | 32 |
| div.q | 32 |
| reg_page_rank | 32 |
| div.r | 32 |
| valid | 1 |
==> worst min path at each step <==
| stage | from | to | slack (ps) | depth (start not counted) |
|---|---|---|---|---|
| after CTS | state[0]$_DFF_PN1_ | state[2]$_DFF_PN0_ | 410 | 0 |
| after global routing | reg_out_deg[19]$_DFFE_PP_ | div.reg_b[19]$_DFFE_PP_ | 420 | 0 |
| final | state[0]$_DFF_PN1_ | state[2]$_DFF_PN0_ | 410 | 0 |
==> power breakdown <==
part / switching, mW / internal, mW / total, mW
clock: 0.246 / 0.378 / 0.624
sequential: 0.124 / 0.912 / 1.04
combinational: 0.445 / 0.424 / 0.869
==> layout by cell type, fill, tap and decap left out, types with 5 or more instances in the layout <==
cell	Yosys	final
sky130_fd_sc_hd__edfxtp_1	162	162
sky130_fd_sc_hd__nand4_1	8	8
sky130_fd_sc_hd__nand2_1	5	5
sky130_fd_sc_hd__clkdlybuf4s50_1	0	129
sky130_fd_sc_hd__a31oi_1	12	12
sky130_fd_sc_hd__o31ai_1	6	6
sky130_fd_sc_hd__and2_1	34	33
sky130_fd_sc_hd__mux2i_1	24	24
sky130_fd_sc_hd__clkinv_2	0	5
sky130_fd_sc_hd__nand2b_1	21	21
sky130_fd_sc_hd__mux2_2	58	58
sky130_fd_sc_hd__o21ai_0	6	6
sky130_fd_sc_hd__dfrtp_1	67	66
sky130_fd_sc_hd__ha_1	79	79
sky130_fd_sc_hd__a21oi_1	19	19
sky130_fd_sc_hd__inv_1	89	89
sky130_fd_sc_hd__a31o_2	6	6
sky130_fd_sc_hd__fa_1	60	48
sky130_fd_sc_hd__clkbuf_16	0	27
sky130_fd_sc_hd__mux2_1	6	6
sky130_fd_sc_hd__buf_4	0	8
sky130_fd_sc_hd__fa_2	0	12
sky130_fd_sc_hd__a211oi_1	13	13
sky130_fd_sc_hd__nor2_1	15	15
==> logic make-up after synthesis <==
| kind of cell | after synthesis | share of synthesized area, % |
|---|---|---|
| and+or+nand+nor | 88 | 4.47 |
| adders and majority gates | 139 | 19.5 |
| xor gates and xnor gates | 4 | 0.313 |
| buffers and inverters | 103 | 3.65 |
| muxes | 88 | 8.58 |
| AOI/OAI and AO/OA | 75 | 4.54 |
| other | 1 | 0.0335 |
| DFF | 231 | 58.9 |
==> worst max-delay path: cells and delay by family <==
kind	cells	cell delay, ps
adder cells (fa/ha/maj)	31	11530
buffers and inverters	1	400
multiplexers	1	260
==> what timing repair did <==
action,4_1_cts,5_1_grt
endpoints found under the setup margin,2,2
hold endpoints to repair,0,0
gates cloned,0,0
gates resized,5,7
==> routing by layer <==
metal	global-route usage, %	wire length, µm	up-vias
met3	4.51	1330	30
met5	0	13	-
met2	23.1	8670	165
met1	22.4	8160	2747
li1	-	-	2878
met4	2.82	431	2
No activity file was given, so power comes from the tool's default toggle rates.
